==> flow/design.v <==
module rle_enc (clk, rst, rd_req , recv_ready ,send_ready, in_data , out_data, end_of_stream ,wr_req);
input clk,rst; 				 
input recv_ready,send_ready;		 
input [7:0] in_data;			 
input end_of_stream ;			 
output [23:0] out_data;			 
output rd_req,wr_req;			 
reg rd_reg,wr_reg;			
reg [22:0] bit_count;			 
reg [3:0] shift_count;			 
reg value_type;				 
reg [7:0] shift_buf;			 
reg [3:0] state;
reg [3:0] next_state;
reg new_bitstream; 			 
parameter INIT  = 4'b0000,REQUEST_INPUT = 4'b0001,WAIT_INPUT = 4'b0010,COUNT_BITS = 4'b0011,
SHIFT_BITS = 4'b0100,COUNT_DONE = 4'b0101,WAIT_OUTPUT = 4'b0110, RESET_COUNT = 4'b0111, READ_INPUT  = 4'b1000;
always @(state or recv_ready or send_ready or end_of_stream or bit_count or new_bitstream or shift_count) begin
	case(state)
		INIT: begin
			next_state = REQUEST_INPUT;
		end
		REQUEST_INPUT: begin
			if(recv_ready) next_state = WAIT_INPUT;
			else if(end_of_stream  && bit_count) next_state = COUNT_DONE;
			else next_state = REQUEST_INPUT;
		end
		WAIT_INPUT: next_state = READ_INPUT;
		READ_INPUT : next_state = COUNT_BITS;
		COUNT_BITS: next_state = SHIFT_BITS;
		SHIFT_BITS:
		begin
			if(new_bitstream) next_state = COUNT_DONE;
			else begin
				if(shift_count == 7) next_state = REQUEST_INPUT;
				else next_state = COUNT_BITS;
			end
		end
		COUNT_DONE:
		begin
			if(send_ready) next_state = WAIT_OUTPUT ;
			else next_state = COUNT_DONE;
		end
		WAIT_OUTPUT : next_state = RESET_COUNT ;
		RESET_COUNT : begin
			if(end_of_stream ) next_state = INIT;
			else next_state = COUNT_BITS;
		end
		default: next_state = INIT;
	endcase
end
always @(posedge clk) begin
	if(rst) state <= INIT;
	else state <= next_state;
	case(state)
	INIT: begin
	      bit_count <= 23'b0;
	      shift_buf <= 8'b0;
	      rd_reg <= 0;
	      wr_reg <= 0;
	      new_bitstream <= 1;
	end
	REQUEST_INPUT: begin
	      rd_reg <= 1;
	      shift_count <= 4'b0;
	end
	WAIT_INPUT: begin
	      rd_reg <= 0;
	end
	READ_INPUT : begin
	      shift_buf <= in_data;
	end
	COUNT_BITS: begin
	      if(new_bitstream) begin
		bit_count <= 23'b1;
		value_type <= shift_buf[0];
		new_bitstream <= 0;
	      end
	      else begin
		if(shift_buf[0] == value_type) begin
			bit_count <= bit_count + 23'b1;
		end
		else begin
		  new_bitstream <= 1;
		end
	      end
	end
	SHIFT_BITS: begin
		if(!new_bitstream) begin
			shift_buf <= shift_buf >> 1;
			shift_count <= shift_count + 8'b1;
		end
	end
	COUNT_DONE: begin
	      wr_reg <= 1;
	end
	WAIT_OUTPUT: begin
	      wr_reg <= 0;
	end
	RESET_COUNT: begin
	      bit_count <= 23'b0;
	end
	endcase
end
assign rd_req = rd_reg;
assign wr_req = wr_reg;
assign out_data[23] = value_type;
assign out_data[22:0] = bit_count[22:0];
endmodule
==> flow/run.sh <==
#!/bin/bash
# OpenROAD 26Q1-2900-gdf79404cd8, Yosys 0.63+post, stock flow scripts
make -C /OpenROAD-flow-scripts/flow DESIGN_CONFIG=/design/flow/config.mk WORK_HOME=/design/flow/orfs finish
==> flow/config.mk <==
export PLATFORM = sky130hd
export DESIGN_NAME = rle_enc
export DESIGN_NICKNAME = rle_enc
export VERILOG_FILES = /design/flow/design.v
export SDC_FILE = /design/flow/constraint.sdc
export NUM_CORES = 4
export LEC_CHECK = 1
export CORE_UTILIZATION = 50
==> flow/constraint.sdc <==
current_design rle_enc

set clk_period 5.5
set clk_io_pct 0.2

create_clock -name clk0 -period $clk_period [get_ports {clk}]

set non_clock_inputs [all_inputs -no_clocks]
set_input_delay [expr $clk_period * $clk_io_pct] -clock clk0 $non_clock_inputs
set_output_delay [expr $clk_period * $clk_io_pct] -clock clk0 [all_outputs]
==> flow.log <==
[flow] collecting metrics
[metrics] sinks on the clock net: roughly 48
[metrics] vias after detailed routing: around 1800
[metrics] Tot GR Track Use: between 20% and 30%
[metrics] setup violation total in the final timing report: 0
[metrics] total DRC errors in the routed layout: 0
[metrics] combinational family with the most area after synthesis: simple AND/OR/NAND/NOR gates
[metrics] unrepaired setup endpoints after global routing: false
[metrics] number of antenna violations at the first check in global routing: 0
[metrics] critical path's slowest cell: edfxtp_1
[metrics] Yosys reg bits: 48
[metrics] share of the clock period used by the worst path: between 40% and 50%
[metrics] signal arrival time at the worst endpoint: around 1.4 ns
[metrics] final critical-path required period: between 2 and 2.5 ns
[metrics] prevailing post-synth register cell: edfxtp_1
[metrics] gate count of the mapped netlist: 219
[metrics] Routed wire per std cell: 14.87 µm
[metrics] number of flops mapped to enable cells by yosys: 39
[metrics] Worst path max stage delay: ~0.53 ns
[metrics] Max Slew Vio Count: 0
[metrics] Synth Area in XOR/XNOR: under 10%
[metrics] Complex Gates by Area: roughly an eighth
[metrics] startpoint of the worst register-to-register path: bit_count[2]
[metrics] number of rows in the core area: 24
[metrics] area of the mapped netlist: about 2400 µm²
[metrics] count of cells resized by post-cts repair: 0
[metrics] worst slew pin tran: slightly above 0.7 ns
[metrics] worst slew margin relative to its limit: between 50% and 60%
[metrics] Avg Cell Area, Syn: between 10 and 15 µm²
[metrics] count leader, synth: edfxtp_1
[metrics] max reg flops: 23
[metrics] wire length on met3: slightly above 300 µm
[metrics] Non-Filler Cell Area, Final: around 2900 µm²
[metrics] vertical die dimension: about 71 µm
[metrics] run status: completed
[metrics] Area Growth Syn to Fin: 19.97%
[metrics] chip area: 5094 µm²
[metrics] routability congestion estimate: around 0.8
[metrics] met2 wire length: between 2000 and 2500 µm
[metrics] clock tree from TritonCTS: done
[metrics] DR pass1 iterations: 20
[metrics] Finished Core Util: roughly 65%
[metrics] Clock Tree Root: clkbuf_8
[metrics] Late-Pin Clk Latency: 0.30 ns
[metrics] proportion of synthesized flip-flops having asynchronous set or reset: 0%
[metrics] crit-path max FO: 8
[metrics] family of cells with the greatest summed delay on the critical path: flip-flops
[metrics] Yosys Instances: ~220
[metrics] chip area estimate from yosys synthesis: about 2400 µm²
[metrics] fraction of layout instances using a drive strength above 1: approximately 6.3%
[metrics] Detail Placement HPWL: between 3000 and 4000 µm
[metrics] max-capacitance violation count: 0
[metrics] setup TNS: 0 ns
[metrics] Cells on Worst Hold Path: 2
[metrics] number of placed I/O pins: 39
[metrics] area share of the largest cell type after synthesis: between 40% and 50%
[metrics] routed length on met1: ~2000 µm
[metrics] first-pass GRT wire length: 7872 µm
[metrics] highest routing layer actually used: met4
[metrics] routed vias/inst: 5.889
[metrics] most flop-heavy register: bit_count
[metrics] fraction of the mapped netlist area in simple logic gates: between 20 and 25%
[metrics] Power Dens Cells: 235.9 nW/µm²
[metrics] critical path capture point type: output pin
[metrics] Initial DRC Count: about 130
[metrics] adder-cell share of the synthesized area: 1.560%
[metrics] cell breakdown of the critical path: clkdlybuf4s50_1
[metrics] Worst R2R Setup Slack: between 3 and 4 ns
[metrics] Inserted Clock Buffers: 5
[metrics] Synth top cells by count: edfxtp_1, nor2_1, a21oi_1, nand3_1, nand2_1
[metrics] initial cell density of the core: roughly 54%
[metrics] H-tree Lvls: 2
[metrics] Cell Type Count: between 40 and 50
[metrics] timing-limited maximum frequency: 0.4084 GHz
[metrics] number of buffers inserted by hold repair at cts: 0
[metrics] placed instance area: roughly 2800 µm²
[metrics] share of the yosys chip area belonging to registers: a little under three fifths
[metrics] Worst Hold End: state[4]
[metrics] overall overflow remaining after global route: 0
[metrics] logic depth of the worst register-to-register path: 4
[metrics] count of endpoints failing hold in the final timing report: 0
[metrics] Worst R2R End: bit_count[20]
[metrics] WP data required: 4.40 ns
[metrics] leakage power figure: 0.0009784 µW
[metrics] worst hold path type: register to register
[metrics] cell type with the highest aggregate area in the netlist: edfxtp_1
[metrics] top cells by area, synth: edfxtp_1, dfxtp_1, nor2_1, a21oi_1, nand3_1
[metrics] hold slack final: between 0.4 and 0.5 ns
[metrics] clock transition at the registers of the reported paths: about 0.09 ns
[metrics] mux contribution to synthesized area: 0%
[metrics] Core ar.: roughly 4500 µm²
[metrics] aggregate routed wire length: about 4600 µm
[metrics] largest registers: bit_count x23, state x9, shift_buf x8
[metrics] critical path startpoint category: register
[metrics] clock skew: just under 0.007 ns
[metrics] startpoint of the tightest hold check path: state[6]
[metrics] Antenna Diode Count: 0
[metrics] OpenROAD warning count: 27
[metrics] startpoint-to-endpoint class of the critical path: register to output pin
[metrics] vias in the first global route: about 1700
[metrics] number of routed nets with antenna violations: 0
[metrics] width of the die: 71.37 µm
[metrics] Longest Clk Path Bufs: 2
[metrics] pin count of the biggest net entering global routing: 24
[metrics] sum of buffers and inverters on the critical path: 1
[metrics] buffers inserted by post-CTS timing repair: 0
[metrics] Max rail drop VDD: 174.0 µV
[metrics] count of synthesis-stage warnings from yosys: 1
[metrics] count of input and output buffers: 38
==> where the power goes <==
group	leakage [µW]	internal, µW	total, µW	switching (µW)
clock network	0.0000404	90.0	207	117
registers	0.000469	408	424	16.6
logic	0.000469	31.5	50.0	18.5
total	0.000978	529	681	152
==> kinds of logic after synthesis <==
group / Yosys count
adders and majority gates: 3
DFF: 48
buffers and inverters: 19
and+or+nand+nor: 95
AOI/OAI and AO/OA: 41
xor gates and xnor gates: 13
==> final cells by class <==
class,instances,area [µm²]
Tap cell,52,65.06
Clock inverter,3,23.77
Multi-Input combinational cell,152,959.7
Fill cell,342,1588
Sequential cell,48,1351
Clock buffer,5,68.82
Inverter,8,30.03
Timing Repair Buffer,39,387.9
==> cells in the final DEF, fill, tap and decap left out, types with 2 or more instances in the layout <==
master	synthesis	layout
o31ai_1	4	4
a22o_1	7	7
nand2b_1	5	5
and3_1	5	5
nand4_1	3	3
o21ai_0	5	5
o311ai_0	2	2
nor2_1	21	21
xor2_1	6	6
nor3_1	7	7
xnor2_1	7	7
nor4_1	4	4
a31oi_1	2	2
edfxtp_1	39	39
nand3_1	13	13
dfxtp_1	9	9
nand2_1	10	10
clkdlybuf4s50_1	0	38
o41ai_1	2	2
nor2b_1	3	3
clkinvlp_4	0	2
clkbuf_8	0	5
ha_1	3	3
a21oi_1	13	12
or4_1	4	4
or3_1	5	5
inv_1	8	8
and2_1	6	6
a41o_1	2	2
==> worst register-to-register path, cell delays in order (launching register included) <==
cell,delay (ns)
edfxtp_1,0.47
and3_1,0.32
nand3_1,0.27
or4_1,0.48
a21oi_1,0.15
==> worst max path at each step <==
stage         slack [ns]  cells after the start          start      endpoint
CTS                 3.05                      1  bit_count[10]  out_data[10]
global route        2.97                      1  bit_count[10]  out_data[10]
finish              3.05                      1  bit_count[10]  out_data[10]
==> routing by layer <==
metal	track usage (%)	up-vias
met5	0	-
met4	2.889	0
met3	5.136	5
met2	33.44	68
met1	31.59	851
li1	-	884
==> per-stage QoR <==
stage	setup slack, ns	total power, µW	instances
after floorplan	3.296	448.8	219
after global placement	3.300	481.3	299
after detailed placement	3.239	483.1	299
after CTS	3.045	692.2	307
after global routing	2.971	717.1	307
final	3.052	680.9	307
Power is estimated from default activity; no workload was simulated.
